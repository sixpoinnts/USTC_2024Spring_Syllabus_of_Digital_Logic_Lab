==> /design/flow/design.v <==
module Regfile (
    input                       clk,           
    input           [4:0]       ra1,           
    input           [4:0]       ra2,           
    input           [4:0]       wa,            
    input                       we,            
    input           [31:0]      din,           
    output  reg     [31:0]      dout1,         
    output  reg     [31:0]      dout2          
);
reg [31:0] reg_file [31:0];
always @(*) begin
    reg_file[0]=32'b0;
end
always @(*) begin
    if(we&&(wa==ra1)&&(wa!=0))
        dout1=din;
    else
        dout1 = reg_file[ra1];
end
always @(*) begin
    if(we&&(wa==ra2)&&(wa!=0))
        dout2=din;
    else
        dout2 = reg_file[ra2];
end
always @(posedge clk) begin
    if (we) begin
        if(wa)
            reg_file[wa] <= din;
    end
end
endmodule
==> /design/flow/run.sh <==
#!/bin/bash
# OpenROAD 26Q1-2900-gdf79404cd8, Yosys 0.63+post, stock flow scripts
make -C /OpenROAD-flow-scripts/flow DESIGN_CONFIG=/design/flow/config.mk WORK_HOME=/design/flow/orfs finish
==> /design/flow/config.mk <==
export PLATFORM = sky130hd
export DESIGN_NAME = Regfile
export DESIGN_NICKNAME = Regfile
export VERILOG_FILES = /design/flow/design.v
export SDC_FILE = /design/flow/constraint.sdc
export NUM_CORES = 4
export LEC_CHECK = 1
export CORE_UTILIZATION = 30
==> /design/flow/constraint.sdc <==
current_design Regfile

set clk_period 6.6
set clk_io_pct 0.2

create_clock -name clk0 -period $clk_period [get_ports {clk}]

set non_clock_inputs [all_inputs -no_clocks]
set_input_delay [expr $clk_period * $clk_io_pct] -clock clk0 $non_clock_inputs
set_output_delay [expr $clk_period * $clk_io_pct] -clock clk0 [all_outputs]
==> results.yml <==
# implementation run metrics
placement:
  dpl.cell_count: 5379
  preCtsSetupSlack_ns: 0.0965
  global_placer_s_final_weighted_congestion: 1.06
  port_buffers: 112
  dp_hpwl_um: 147000
  place_area_mm2: 0.0504
logic_synthesis:
  yosysSeqAreaShare_pct: 66.8
  ys.flop_type: "edfxtp_1"
  mux_share_pct: 1.38
  synthAoiAreaFrac_pct: 17.4
  yosys_register_bits: 992
  synth_area_mm2: 0.0446
  ys_async_sr_fraction_pct: 0
  synth.cellmix.adderShare_pct: 0
  synth-cells-yosys: 3282
  ys_area_mm2: 0.0446
  enable_flop_cells: 992
  post_synth_num_cell_types: 70
  yosys_warnings: 2
  xor_area_share_pct: 0.196
  syn_inst: 3282
  synth_area_per_inst_um2: 13.6
  synth_simple_gate_area_share_pct: 11.4
  topCombFamilyByArea: "AND-OR/OR-AND gates"
critical_path:
  critPathLaunchType: "input pin"
  timing.setup.critical_path_class: "in -> out"
  crit_path_end_kind: "output pin"
  critical_path_required_ns: 5.28
  worstPathMaxFanout: 23
  timing.critical_path.arrival_ns: 5.22
sta:
  finalSetupViolations: 0
  maxSlewHeadroom_pct: 27.3
  min_period_ns: 6.54
  clock.fmax_mhz: 153
  rsz0062_at_grt: "true"
  timing_max_transition_violations_final: 0
  hold_viol: 0
  hold_ws_ns: 1.40
  worst-slew-pin-transition_ns: 1.09
  timing.final.crit_share_pct: 99.1
  setup_ws_ns: 0.0574
power_and_ir_drop:
  power_after_layout_mw: 14.7
  powerDensity_mw_per_mm2: 271
  power.static_leakage_nw: 18.1
  power.ir.vdd_worst_mv: 0.224
drt:
  viasPerCell: 6.65
  detailedRoute.firstPassIterationCount: 24
  detailedRoute.firstIterationViolations: 4435
  detail_route.wirelength_um: 237000
  antenna_violating_nets_post_route: 0
  post_detailed_route_drc_marker_count: 0
  route.detailed.wl_per_inst_um: 42.5
  detailroute.via_count: 37100
finish:
  mostFrequentLayoutCell: "edfxtp_1"
  largest_register_ff_count: 992
  largest-register: "reg_file"
  final_cell_mix: "edfxtp_1 (992), a22oi_1 (584), buf_4 (300)"
  largestRegisters: "reg_file: 992 flops"
  areaGrowthSynthToFinish_pct: 21.4
  finish.cell_count_without_fillers: 5582
  post_route_cells_drive_above_1_share_pct: 17.6
  layout.cell_area.non_filler_mm2: 0.0541
die:
  starting_density_of_the_core_pct: 30.2
  dieArea_mm2: 0.150
  core_mm2: 0.148
  die_y_um: 388
  floorplan.rows: 141
  num_ports: 113
  chipWidth_um: 388
job:
  max-cap-violations: 0
  log.warning_count: 26
outcome:
  status: "finished clean"
global_route:
  grt_pass1_wl_um: 317000
  pin_count_of_the_biggest_net_entering_global_routing: 69
  global_route.usage.total_pct: 33.0
  top_usage_layer: "met2"
  met1_usage_pct: 34.5
  grt_pass1_vias: 38600
  gr-total-overflow: 0
  grt.met3_usage_pct: 30.5
  grt_antenna_before_repair: 13
  grtUsageMet2_pct: 42.9
clock_network:
  clk_transition_reported_paths_ns: 0.06
  cts_root_buf: "clkbuf_16"
  cts-hold-fix-buffers: 0
  tritoncts: "built"
  clock_path_buffers: 3
  cts_htree_levels: 3
  number_of_buffers_inserted_during_clock_tree_synthesis: 103
  clkSinkCount: 992
min_path:
  worst_hold_path_type: "in -> reg"
[cell usage after synthesis, types with 42 or more instances]
master,n,area share [%]
nand2_1,143,1.2
nor4_1,47,0.66
clkbuf_1,166,1.4
and3_1,284,4.0
nor2_1,107,0.90
mux2i_1,47,1.1
a22o_1,42,0.82
buf_2,83,0.93
a22oi_1,584,9.8
nand4_1,86,1.2
nand3_1,108,1.2
o21ai_0,44,0.49
a2111oi_0,86,1.7
edfxtp_1,992,67
[path summary, 6_finish.rpt]
| path | cells after the start | startpoint | slack [ns] | endpoint |
|---|---|---|---|---|
| setup / recovery | 11 | ra2[2] | 0.06 | dout2[28] |
| hold / removal | 2 | din[24] | 1.40 | reg_file[23][24] |
[cell families (layout without fill, tap and decap cells)]
logic type / Yosys count / after routing
buffers and inverters: 286 / 647
DFF: 992 / 992
AOI/OAI and AO/OA: 1022 / 1022
and+or+nand+nor: 914 / 914
other: 0 / 9
muxes: 58 / 58
xor gates and xnor gates: 10 / 10
[area by class of cell]
type,instances,area [um^2]
clock inverter,73,920
inverter,9,33.8
antenna,9,22.5
fill,13800,93500
clock buffer,119,2720
timing repair buffer,446,4040
sequential,992,29800
tap,1930,2410
multi-input combinational,2004,14200
[power by group]
part | switching, mW | leakage (nW) | internal (mW)
combinational | 0.842 | 7.38 | 0.426
sequential | 0.0413 | 8.94 | 7.01
clock | 2.62 | 1.76 | 3.74
total | 3.51 | 18.1 | 11.2
[stage by stage]
step | setup TNS, ns | util (%)
final | 0 | 36.7
after global routing | -0.00565 | 36.7
after CTS | 0 | 36.6
after detailed placement | 0 | 34.2
after global placement | 0 | 34.2
after floorplan | 0 | -
[worst max-delay path, cell delays in order]
cell,delay (ns)
clkdlybuf4s50_1,0.71
buf_4,0.29
and3b_2,0.55
buf_4,0.34
and3_1,0.21
a2111oi_0,0.41
nand3_1,0.11
nor4_1,0.53
o21ai_1,0.16
buf_4,0.18
clkdlybuf4s50_1,0.40
[repair_timing]
action / 4_1_cts / 5_1_grt
gates resized: 0 / 3
setup buffers: 0 / 2
endpoints found under the setup margin: 0 / 4
[routing by layer]
layer,up-vias,routed length (um)
li1,14300,-
met1,17800,73000
met2,4011,94400
met3,1034,51500
met4,54,16800
met5,-,1600
No activity file was given, so power comes from the tool's default toggle rates.
