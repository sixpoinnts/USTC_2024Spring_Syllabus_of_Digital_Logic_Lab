==> design.v <==
module MUL #(
    parameter                               WIDTH = 32
) (
    input                   [ 0 : 0]            clk,
    input                   [ 0 : 0]            rst,
    input                   [ 0 : 0]            start,
    input                   [WIDTH-1 : 0]       a,
    input                   [WIDTH-1 : 0]       b,
    output      reg         [2*WIDTH-1:0]       res,
    output      reg         [ 0 : 0]            finish
);
reg [2*WIDTH-1 : 0]     multiplicand;        
reg [  WIDTH-1 : 0]     multiplier;          
reg [2*WIDTH-1 : 0]     product;             
reg [2*WIDTH-1 : 0]     add;
localparam IDLE = 2'b00;             
localparam INIT = 2'b01;             
localparam CALC = 2'b10;             
localparam DONE = 2'b11;             
reg [1:0] current_state, next_state;
reg [0:0] calc;
reg [0:0] done;
initial begin
    current_state<=0;
    next_state<=0;
    multiplicand<=0;
    multiplier<=0;
    product<=0;
    calc<=0;
    done<=0;
end
always @(posedge clk) begin
    if(rst) begin
        current_state<=IDLE;
        product<=0;
        multiplicand<=0;
        multiplier<=0;
        calc<=0;
        done<=0;
    end
    else begin
        current_state = next_state;
    end
end
always @(*) begin
    next_state = current_state;
    case (current_state)
            IDLE: begin
                if(start) begin   
                    next_state = INIT;
                end
            end
            INIT: begin
                multiplicand = {32'b0,{a[WIDTH-1:0]}};
                multiplier = b;
                product = 0;
                finish=0;
                next_state = CALC;
            end
            CALC: begin
                calc<=1;
                if(multiplier==0) begin
                    calc<=0;
                    next_state = DONE;
                end
            end
            DONE: begin
                if(!clk)
                    done<=1;
                if(clk && done) begin
                    done<=0;
                    next_state = IDLE;
                end
            end         
    endcase
end
always @(posedge clk && calc) begin
    multiplicand={{multiplicand[62:0]},1'b0};
    multiplier={1'b0,{multiplier[31:1]}};
end
always @(posedge clk) begin
    if(multiplier[0]==1)
        add = multiplicand;
    else
        add = 0;
    product = product + add;
end
always @(*)
    finish = (current_state == DONE);
always @(finish)begin
    res = product;
    multiplicand = 0;
end
endmodule
module Segment(
    input                       clk,
    input                       rst,
    input       [31:0]          output_data,
    input       [ 7:0]          output_valid,
    output reg  [ 3:0]          seg_data,
    output reg  [ 2:0]          seg_an
);
reg [31:0] counter;
parameter   MAX_VALUE = 32'd250_000;
always @(posedge clk) begin
    if (rst)
        counter <= 0;
    else begin
        if (counter >= MAX_VALUE)
            counter <= 0;
        else
            counter <= counter + 32'b1;
    end
end
reg [2:0] seg_id;
initial 
    seg_id<=3'b000;
always @(posedge clk) begin
    if(counter==0) begin
        if(seg_id==3'b111)
            seg_id<=3'b000;
        else
            seg_id<=seg_id+1;
    end
    else 
        seg_id<=seg_id;
end
wire [31:0] output_data;
always @(*) begin
    seg_an = 0;     
    seg_data = output_data[3:0];
    case(seg_id) 
        3'b000: seg_data<=output_data[3:0];
        3'b001: begin
            if(output_valid[1]) begin
                seg_data<=output_data[7:4];
                seg_an<=3'b001;
            end
        end
        3'b010: begin
            if(output_valid[2]) begin
                seg_data<=output_data[11:8];
                seg_an<=3'b010;
            end
        end
        3'b011: begin
            if(output_valid[3]) begin
                seg_data<=output_data[15:12];
                seg_an<=3'b011;
            end
        end
        3'b100: begin
            if(output_valid[4]) begin
                seg_data<=output_data[19:16];
                seg_an<=3'b100;
            end
        end
        3'b101: begin
            if(output_valid[5]) begin
                seg_data<=output_data[23:20];
                seg_an<=3'b101;
            end
        end
        3'b110: begin
            if(output_valid[6]) begin
                seg_data<=output_data[27:24];
                seg_an<=3'b110;
            end
        end
        3'b111: begin
            if(output_valid[7]) begin
                seg_data<=output_data[31:28];
                seg_an<=3'b111;
            end
        end
    endcase   
end
endmodule
module Top(
    input                   clk,
    input                   rst,
    input       [2:0]       a,
    input       [3:0]       b,
    input                   start,
    output [2:0]            seg_an,
    output [3:0]            seg_data
);
wire finish;
wire [7:0]res;
Segment segment(
    .clk(clk),
    .rst(rst),
    .output_data({24'b0,res}),
    .output_valid(8'b00000011),
    .seg_data(seg_data),
    .seg_an(seg_an)
);
MUL #(.WIDTH(4)) mul(
    .clk(clk),
    .rst(rst),
    .start(start),
    .a(a),
    .b(b),
    .finish(finish),
    .res(res)
);
endmodule
==> run.sh <==
#!/bin/bash
# OpenROAD 26Q1-2900-gdf79404cd8, Yosys 0.63+post, stock flow scripts
make -C /OpenROAD-flow-scripts/flow DESIGN_CONFIG=/design/flow/config.mk WORK_HOME=/design/flow/orfs finish
==> config.mk <==
export PLATFORM = sky130hd
export DESIGN_NAME = Top
export DESIGN_NICKNAME = Top
export VERILOG_FILES = /design/flow/design.v
export SDC_FILE = /design/flow/constraint.sdc
export NUM_CORES = 4
export LEC_CHECK = 1
export CORE_AREA = 10 10 103 103
export DIE_AREA = 0 0 113 113
==> constraint.sdc <==
current_design Top

set clk_period 3.1
set clk_io_pct 0.2

create_clock -name clk0 -period $clk_period [get_ports {clk}]

set non_clock_inputs [all_inputs -no_clocks]
set_input_delay [expr $clk_period * $clk_io_pct] -clock clk0 $non_clock_inputs
set_output_delay [expr $clk_period * $clk_io_pct] -clock clk0 [all_outputs]
==> impl_metrics.yaml <==
# implementation run metrics
logic_synthesis:
  async_reset_ff_frac: 0
  synth_cells: 138
  synth_top_cell_by_count: "dfxtp_1"
  yosys-stat-area_mm2: 0.00140
  ys.flops: 35
  flop_cell: "dfxtp_1"
  synth_seq_share: 0.523
  ys_top_cells_by_area: "dfxtp_1 (46%), edfxtp_1 (6.4%), nor2_1 (5.9%), xnor2_1 (5.0%), ha_1 (4.5%)"
  top_cell_area_share: 0.458
  edf_count: 3
  ys_types: 30
  top_area_cell: "dfxtp_1"
  synth.yosys.warnings: 29
  ys_cells: 138
  top_cells_by_count: "dfxtp_1 (32), nor2_1 (22), nand4_1 (9), nor4_1 (9), xnor2_1 (8)"
  syn_area_per_cell_um2: 10.1
  synth_area_mm2: 0.00140
critical_path:
  crit_arrival_ps: 2050
  critPathMaxFanout: 7
  critPathKind: "flip-flop to flip-flop"
  crit_path_start_kind: "flip-flop"
  cp-end-kind: "flip-flop"
  worstPathRequired_ps: 3020
pwr:
  powerDensity_mw_per_mm2: 530
  peakVddDrop_mv: 0.261
  internal_power_uw: 709
  seqPwrFrac: 0.533
  comb_power_share: 0.005
  p_sw_frac: 0.191
  clkPwrFrac: 0.463
  p_sw_uw: 168
  power_leakage_nw: 0.555
clock_tree:
  cts.path.max_buffers: 2
  cts.hold.buffers_added: 0
  cts_tree: "yes"
  cts.sinks: 35
  cts-resized-gates: 0
  h-tree-depth: 2
  root_buffer: "clkbuf_8"
  clkTransAtPathRegs_ps: 70
  clk_latency_ps: 280
  postCtsSetupBuffers: 0
  numCtsBuffers: 5
grt:
  grtUsageTotal: 0.0337
  grt_first_pass_wirelength_um: 3840
  antenna_found_initial: 0
  grt_max_degree: 19
  grt.overflow.total: 0
  grt_pass1_vias: 890
die:
  core_mm2: 0.00830
  io_pins: 17
  fp-row-count: 33
  fp_util: 0.168
  die_h_um: 113
  die_x_um: 113
  dieArea_mm2: 0.0128
finish:
  fillCellCount: 904
  drive_gt1_frac: 0.0637
  area_growth_pct: 18.4
  layoutNonFillerInstCount: 262
final_timing:
  max_freq_mhz: 470
  setup_tns_ps: 0
  setup_viol: 0
  worstMarginPinSlew_ps: 658
  period_used_share: 0.686
  slew_viol_final: 0
  finalHoldViolations: 0
  rsz0062_at_grt: "no"
  skew_ps: 6.09
  fin_crit_ps: 2130
  maxSlewHeadroom: 0.557
route:
  routedWlPerCell_um: 8.05
  wirelength_um: 2110
  antenna_left: 0
  route.vias.total: 924
  drt_iter0_markers: 78
  via_per_inst: 3.53
  drc: 0
  diodes: 0
  drtPass1Iterations: 4
place:
  numPortBuffers: 2
  placedCellCount: 254
  gp_congestion: 0.818
  dpl.hpwl_um: 1570
hold_path:
  min_path_type: "flip-flop to flip-flop"
run_status:
  status: "finished clean"
flow_run:
  cap_violations: 0
  warning_count: 35
==> worst max-delay path, stage by stage (launching register included) <==
cell	delay, ps
dfxtp_1	380
inv_1	90
ha_1	130
or4b_2	590
nor4_1	580
==> path summary, 6_finish.rpt <==
path,startpoint,to,slack [ps],cells past startpoint
setup / recovery,segment.counter[0],segment.seg_id[2],970,4
hold / removal,segment.counter[17],segment.counter[17],510,2
setup reg to reg,segment.counter[0],segment.seg_id[2],970,4
hold reg to reg,segment.counter[17],segment.counter[17],510,2
==> registers in the layout (all words and copies together), names as in the netlist <==
register,flops
segment.counter,32
segment.seg_id,3
==> metal layers <==
| layer | routed length (µm) | up-vias | track usage | share of wire |
|---|---|---|---|---|
| li1 | - | 490 | - | - |
| met1 | 1060 | 423 | 0.0459 | 0.50 |
| met2 | 930 | 8 | 0.0511 | 0.44 |
| met3 | 106 | 3 | 0.0134 | 0.050 |
| met4 | 16 | 0 | 0.00338 | 0.0076 |
| met5 | 0 | - | 0 | 0 |
==> power groups by stage <==
stage | Sequential (mW) | Clock [mW] | Combinational (mW)
CTS | 0.467 | 0.417 | 0.00477
global route | 0.468 | 0.441 | 0.00596
finish | 0.467 | 0.405 | 0.00427
==> per-stage QoR <==
stage          power (mW)  cell area [µm²]  hold slack [ps]   util  worst slack [ps]
6_report            0.877             1650              512  0.199               973
5_1_grt             0.915             1650              548  0.199               811
4_1_cts             0.889             1650              516  0.199               946
3_5_place_dp        0.482             1540              498  0.186               914
3_3_place_gp        0.482             1540              483  0.186               945
2_1_floorplan       0.484             1470              460      -              1210
==> cell families after synthesis <==
kind of cell | share of synthesized area
fa+ha+maj | 0.0448
xor+xnor | 0.0877
flops | 0.523
buf+inv | 0.0734
other cells | 0.00268
compound gates | 0.0251
simple gates | 0.244
==> layout by cell type (no fill, tap or decap), drive strengths merged <==
| cell | count |
|---|---|
| a2111oi | 1 |
| a21oi | 1 |
| a31oi | 1 |
| and3 | 1 |
| and4 | 1 |
| bufinv | 1 |
| clkbuf | 5 |
| clkdlybuf4s50 | 2 |
| conb | 20 |
| dfxtp | 32 |
| edfxtp | 3 |
| ha | 5 |
| inv | 8 |
| nand2 | 3 |
| nand3 | 7 |
| nand4 | 9 |
| nand4b | 1 |
| nor2 | 22 |
| nor2b | 2 |
| nor3 | 2 |
| nor4 | 10 |
| o31ai | 2 |
| or3 | 1 |
| or4 | 2 |
| or4b | 1 |
| xnor2 | 8 |
| xor2 | 6 |
==> final cells by class <==
cell class                 instances  area (µm²)  share of cell area
clock buffer                       5        68.8              0.0416
clock inverter                     3        45.0              0.0272
inverter                           6        22.5              0.0136
multi-input combinational        106         636               0.384
sequential                        35         731               0.442
tap                              105         131              0.0794
timing repair buffer               2        20.0              0.0121
Power and IR drop assume default switching activity.
