$ cat design/flow/config.mk
export PLATFORM = sky130hd
export DESIGN_NAME = Random
export DESIGN_NICKNAME = Random
export VERILOG_FILES = /design/flow/design.v
export SDC_FILE = /design/flow/constraint.sdc
export NUM_CORES = 4
export LEC_CHECK = 1
export CORE_AREA = 10 10 110 110
export DIE_AREA = 0 0 120 120
$ cat design/flow/constraint.sdc
current_design Random

set clk_period 9.4
set clk_io_pct 0.2

create_clock -name clk0 -period $clk_period [get_ports {clk}]

set non_clock_inputs [all_inputs -no_clocks]
set_input_delay [expr $clk_period * $clk_io_pct] -clock clk0 $non_clock_inputs
set_output_delay [expr $clk_period * $clk_io_pct] -clock clk0 [all_outputs]
$ cat design/flow/design.v
module Random(
    input                   [ 0 : 0]            clk,
    input                   [ 0 : 0]            rst,
    input                   [ 0 : 0]            generate_random,
    input                   [ 7 : 0]            sw_seed,
    input                   [ 7 : 0]            timer_seed,
    output                  [11 : 0]            random_data
);
reg [7:0] index; 
always @(posedge clk) begin
    if (rst)
        index <= 0;
    else
        if(generate_random)
            index <= (index + sw_seed + timer_seed) % 120;
end
assign random_data = targets[index];
reg [11:0] targets [0: 127];
always @(posedge clk) begin 
    targets[0] <= 12'h012;
    targets[1] <= 12'h013;
    targets[2] <= 12'h014;
    targets[3] <= 12'h015;
    targets[4] <= 12'h021;
    targets[5] <= 12'h023;
    targets[6] <= 12'h024;
    targets[7] <= 12'h025;
    targets[8] <= 12'h031;
    targets[9] <= 12'h032;
    targets[10] <= 12'h034;
    targets[11] <= 12'h035;
    targets[12] <= 12'h041;
    targets[13] <= 12'h042;
    targets[14] <= 12'h043;
    targets[15] <= 12'h045;
    targets[16] <= 12'h051;
    targets[17] <= 12'h052;
    targets[18] <= 12'h053;
    targets[19] <= 12'h054;
    targets[20] <= 12'h102;
    targets[21] <= 12'h103;
    targets[22] <= 12'h104;
    targets[23] <= 12'h105;
    targets[24] <= 12'h120;
    targets[25] <= 12'h123;
    targets[26] <= 12'h124;
    targets[27] <= 12'h125;
    targets[28] <= 12'h130;
    targets[29] <= 12'h132;
    targets[30] <= 12'h134;
    targets[31] <= 12'h135;
    targets[32] <= 12'h140;
    targets[33] <= 12'h142;
    targets[34] <= 12'h143;
    targets[35] <= 12'h145;
    targets[36] <= 12'h150;
    targets[37] <= 12'h152;
    targets[38] <= 12'h153;
    targets[39] <= 12'h154;
    targets[40] <= 12'h201;
    targets[41] <= 12'h203;
    targets[42] <= 12'h204;
    targets[43] <= 12'h205;
    targets[44] <= 12'h210;
    targets[45] <= 12'h213;
    targets[46] <= 12'h214;
    targets[47] <= 12'h215;
    targets[48] <= 12'h230;
    targets[49] <= 12'h231;
    targets[50] <= 12'h234;
    targets[51] <= 12'h235;
    targets[52] <= 12'h240;
    targets[53] <= 12'h241;
    targets[54] <= 12'h243;
    targets[55] <= 12'h245;
    targets[56] <= 12'h250;
    targets[57] <= 12'h251;
    targets[58] <= 12'h253;
    targets[59] <= 12'h254;
    targets[60] <= 12'h301;
    targets[61] <= 12'h302;
    targets[62] <= 12'h304;
    targets[63] <= 12'h305;
    targets[64] <= 12'h310;
    targets[65] <= 12'h312;
    targets[66] <= 12'h314;
    targets[67] <= 12'h315;
    targets[68] <= 12'h320;
    targets[69] <= 12'h321;
    targets[70] <= 12'h324;
    targets[71] <= 12'h325;
    targets[72] <= 12'h340;
    targets[73] <= 12'h341;
    targets[74] <= 12'h342;
    targets[75] <= 12'h345;
    targets[76] <= 12'h350;
    targets[77] <= 12'h351;
    targets[78] <= 12'h352;
    targets[79] <= 12'h354;
    targets[80] <= 12'h401;
    targets[81] <= 12'h402;
    targets[82] <= 12'h403;
    targets[83] <= 12'h405;
    targets[84] <= 12'h410;
    targets[85] <= 12'h412;
    targets[86] <= 12'h413;
    targets[87] <= 12'h415;
    targets[88] <= 12'h420;
    targets[89] <= 12'h421;
    targets[90] <= 12'h423;
    targets[91] <= 12'h425;
    targets[92] <= 12'h430;
    targets[93] <= 12'h431;
    targets[94] <= 12'h432;
    targets[95] <= 12'h435;
    targets[96] <= 12'h450;
    targets[97] <= 12'h451;
    targets[98] <= 12'h452;
    targets[99] <= 12'h453;
    targets[100] <= 12'h501;
    targets[101] <= 12'h502;
    targets[102] <= 12'h503;
    targets[103] <= 12'h504;
    targets[104] <= 12'h510;
    targets[105] <= 12'h512;
    targets[106] <= 12'h513;
    targets[107] <= 12'h514;
    targets[108] <= 12'h520;
    targets[109] <= 12'h521;
    targets[110] <= 12'h523;
    targets[111] <= 12'h524;
    targets[112] <= 12'h530;
    targets[113] <= 12'h531;
    targets[114] <= 12'h532;
    targets[115] <= 12'h534;
    targets[116] <= 12'h540;
    targets[117] <= 12'h541;
    targets[118] <= 12'h542;
    targets[119] <= 12'h543;
end
endmodule
$ cat design/flow/run.sh
#!/bin/bash
# OpenROAD 26Q1-2900-gdf79404cd8, Yosys 0.63+post, stock flow scripts
make -C /OpenROAD-flow-scripts/flow DESIGN_CONFIG=/design/flow/config.mk WORK_HOME=/design/flow/orfs finish
==> run summary <==
run metrics: run status finished, final reports clean, net switching power 0.4629 mW, crit path time final 5.355 ns, total gr overflow 0, highest clock rate 186.8 MHz, worst clock skew 0 ns, max FFs per register 8, top fanout value on the critical path 5, setup repair after global routing missed its margin false, cell repeated most along the worst path fa_1, OpenROAD warning count 43, fp util 0.2231, average size of a mapped cell 6.649 um2, sequential share of the synthesized area 0.07344, slew at the pin closest to its max-slew limit 0.7436 ns, number of nets still failing antenna checks after routing 0, worst path cell trace clkdlybuf4s50_1 > fa_1 > ha_1 > fa_1 > a211oi_2 > o21bai_1 > and2_1 > or4_1 > o31a_1 > or3_4 > o21ai_1 > o2111ai_1 > a22oi_1, detailed router's first-iteration violation count 168, post-synth design cell area 0.002181 mm2, average wire per cell in the routed design 13.24 um, Final Wtd Congestion 0.9310, post-synth area from yosys stat 0.002181 mm2, arrival time at the worst endpoint 5.49 ns, Switching Fraction 0.5414, count of final max-slew check failures 0, wl on met1 2.987 mm, horizontal die dimension 120 um, endpoints failing hold 0, number of cells produced by synthesis 328, clock latency reported for the late side of the worst-skew pair 0.21 ns, total number of vias 2,404, async set-reset flop share out of synthesis 0, Post-CTS Setup Inserts 0, Tcrit/Tclk final 0.5696, part of the total power dissipated in the clock network 0.041, register with the highest flop count index, sequential fraction of design power 0.079, normalized max-slew margin 0.5036, critical path type primary input to flop, Inserted Clock Buffers 3, number of antenna violations at the first check in global routing 0, main flop type dfxtp_1, worst min-delay path category flop to flop, clk slew on worst S/H paths 0.03 ns, Largest regs index: 8 flops, area grow syn2layout 18.99%, Largest stage delay, worst path 0.49 ns, count of pins on the block boundary 31, Die Y-Extent 120 um, vias in the first global route 2,176, post-synthesis register bit count 8, Syn. warnings 98, largest net degree at the start of global routing 36, area of the placeable core 0.009774 mm2, wire length of the first global-routing pass 10.60 mm, n_diodes 0, std cell rows 36, fraction of layout cells with a size suffix above 1 0.06195, internal power 0.3920 mW, Resized cells post-CTS 0, Final TNS setup 0 ns, buffer levels on the longest clock path 2, clock tree from TritonCTS done, global-route usage over all layers 0.08470, number of detailed-routing iterations run before antenna repair 4, count of buffers inserted at the top-level ports 27, leakage power 0.9580 nW, Root Buffer clkbuf_8, Top cell excl fill/tap nor2_1, cell type of the slowest stage on the worst timing path fa_1, combinational share of power 0.880, H-tree level count 1, wirelength, routed 6.251 mm, number of standard cells reported by yosys 328, # clock sinks 8, Placed Cells incl. Taps 469, number of synthesized flops with an enable pin 0, die outline area 0.01440 mm2, dominant logic cell types in the final layout 34 x nor2_1, 30 x nand2_1, 28 x o21ai_0, Netlist cell types 67, setup violation total in the final timing report 0, Met2 Routed Length 2.835 mm, wire length on met3 371 um, kind of end point of the critical path flop, type of element launching the critical path primary input, hold-fix buffer count after cts 0, IR drop worst, VDD 0.0001076 V, number of DRC violations after detailed routing 0, highest metal layer used by the detailed router met4, data required time of the critical path 9.53 ns, largest delay contributor family on the critical path adder cells, sum of net half-perimeters after detailed placement 4.819 mm, number of vias per cell after detailed routing 5.093, CP Buf/Inv Count 1, final std cells w/o fill 472, pwr/cell area 329.4 mW/mm2, number of max-cap violations 0
per-stage QoR:
step | total power [mW] | setup slack, ns | utilization | instance area (um2) | hold WS, ns
after global routing | 0.9575 | 3.849 | 0.2655 | 2595 | 0.5254
after global placement | 0.8169 | 3.874 | 0.2613 | 2554 | 0.5065
final | 0.8549 | 4.045 | 0.2655 | 2595 | 0.5039
after detailed placement | 0.8133 | 3.861 | 0.2613 | 2554 | 0.5076
after floorplan | 0.6183 | 4.468 | - | 2188 | 0.4508
after CTS | 0.8581 | 4.070 | 0.2655 | 2595 | 0.5143
synth_stat cells (all sizes together), types with 8 or more instances:
master,number,share of area
clkbuf,23,0.040
nand2,30,0.052
dfxtp,8,0.073
nor3,12,0.030
nand3,10,0.023
o22ai,12,0.034
nor2b,8,0.023
a21oi,19,0.044
o21ai,30,0.069
nor2,34,0.059
inv,9,0.015
nand2b,13,0.037
fa,9,0.083
cells by family after synthesis:
| group | synth area share |
|---|---|
| fa+ha+maj | 0.1228 |
| simple gates | 0.3356 |
| other cells | 0.001720 |
| compound gates | 0.3603 |
| xor+xnor | 0.02008 |
| flops | 0.07343 |
| mux | 0.01893 |
| buf+inv | 0.06712 |
metal layers:
layer | vias to the layer above | global-route usage
met5 | - | 0
met4 | 0 | 0.007541
met3 | 4 | 0.01475
met2 | 76 | 0.1331
met1 | 1087 | 0.1234
li1 | 1237 | -
area by class of cell:
class,count,area (um2)
timing repair buffer,32,307.8
clock buffer,3,41.29
tap,133,166.4
fill,1063,7179
inverter,10,37.54
sequential,8,160.2
multi-input combinational,286,1882
power by group through the flow:
stage	clock network [mW]	logic (mW)	registers, mW
CTS	0.0411	0.750	0.0672
global route	0.0438	0.844	0.0700
finish	0.0353	0.752	0.0676
path summary, 6_finish.rpt:
kind	slack (ns)	depth (start not counted)	startpoint	endpoint
worst max-delay path	4.05	13	sw_seed[1]	index[5]
worst min-delay path	0.50	1	index[7]	index[7]
worst max register to register	5.21	12	index[4]	index[5]
worst min register to register	0.50	1	index[7]	index[7]
No activity file was given, so power comes from the tool's default toggle rates.
